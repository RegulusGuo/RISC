File: ./design.v
module RAM_B(
    input [31:0] addra,
    input clka,       
    input[31:0] dina,
    input wea, 
    output[31:0] douta,
    input[2:0] mem_u_b_h_w
);
    reg[7:0] data[0:127];
    initial	begin
        $readmemh("ram.hex", data);
    end
    always @ (negedge clka) begin
        if (wea & ~|addra[31:7]) begin
            data[addra[6:0]] <= dina[7:0];
            if(mem_u_b_h_w[0] | mem_u_b_h_w[1])
                data[addra[6:0] + 1] <= dina[15:8];
            if(mem_u_b_h_w[1]) begin
                data[addra[6:0] + 2] <= dina[23:16];
                data[addra[6:0] + 3] <= dina[31:24];
            end
        end
    end
    assign douta = addra[31:7] ? 32'b0 :
        mem_u_b_h_w[1] ? {data[addra[6:0] + 3], data[addra[6:0] + 2],
                    data[addra[6:0] + 1], data[addra[6:0]]} :
        mem_u_b_h_w[0] ? {mem_u_b_h_w[2] ? 16'b0 : {16{data[addra[6:0] + 1][7]}},
                    data[addra[6:0] + 1], data[addra[6:0]]} :
        {mem_u_b_h_w[2] ? 24'b0 : {24{data[addra[6:0]][7]}}, data[addra[6:0]]};
endmodule
File: ./run.sh
#!/bin/bash
# OpenROAD 26Q1-2900-gdf79404cd8, Yosys 0.63+post, stock flow scripts
make -C /OpenROAD-flow-scripts/flow DESIGN_CONFIG=/design/flow/config.mk WORK_HOME=/design/flow/orfs finish
File: ./config.mk
export PLATFORM = sky130hd
export DESIGN_NAME = RAM_B
export DESIGN_NICKNAME = RAM_B
export VERILOG_FILES = /design/flow/design.v
export SDC_FILE = /design/flow/constraint.sdc
export NUM_CORES = 4
export LEC_CHECK = 1
export CORE_UTILIZATION = 40
export SYNTH_HDL_FRONTEND = slang
File: ./constraint.sdc
current_design RAM_B

set clk_period 39.8
set clk_io_pct 0.2

create_clock -name clk0 -period $clk_period [get_ports {clka}]

set non_clock_inputs [all_inputs -no_clocks]
set_input_delay [expr $clk_period * $clk_io_pct] -clock clk0 $non_clock_inputs
set_output_delay [expr $clk_period * $clk_io_pct] -clock clk0 [all_outputs]
==> out/summary.txt <==
Async SR Flop Fraction: 0%
Failing checks: max-capacitance violations, max-slew violations
Wire per inst: 43.93 um
Maximum vdd drop: 0.04775 mV
Final Hold Fails: 0
1st-pass router iterations: 7
Slowest cell on crit path: nand2_1
Post-CTS Setup Inserts: 0
Number of flip-flops in the largest register: 1,024
Die height: 507.6 um
Row Count: 185
Post-DRT Antenna Nets: 0
Crit path cell chain: clkdlybuf4s50_1, nor4_1, nand4_1, nor3_4, buf_4, and3_1, nand2_1, buf_4, nor2_2, inv_1, o2111ai_1
Fill cells: 23,000
Iter 0 DRT Violations: 13,160
First-pass GRT wire length: 832,300 um
DP HPWL: 416,500 um
Core area: 0.2542 mm^2
Post-CTS Hold Fix Bufs: 0
Final Util: 45.36%
CTS resizes: 0
Floorplan utilization: 40.22%
Startpoint Class: primary input
Reg area: 0.03075 mm^2
CTS tree: yes
Unique cell types: 85
Buffers on Ports: 100
Cell mode on critical path: buf_4
Cells after Synth: 10,010
Longest Clk Path Bufs: 3
Most frequent cells after synthesis: mux2i_1, nand2_1, nor2_1
Max Cap Viol: 1
Biggest area cells: edfxtp_1, mux4_2, mux2i_1
Bufs and invs on worst path: 4
CP Capture Type: flip-flop
Number of enable flip-flop cells: 1,024
Dominant cell area share: 30.08%
Clock sinks: 1,024
I/O pin total: 101
CTS Buf Count: 140
Crit Path Class: in -> reg
Yosys top cell by instances: mux2i_1
Worst Max-Slew Pin Slew: 1.541 ns
Via-to-Cell Ratio: 7.256
Htree depth: 4
GRT Overall Usage: 50.61%
Largest delay share family, worst path: simple AND/OR/NAND/NOR gates
Endpoints failing setup: 0
Syn. warnings: 0
Crit-path max cell delay: 0.93 ns
Worst EP arrival: 13.50 ns
Die Width: 507.6 um
Die area: 0.2576 mm^2
Hold WC Path Type: in -> out
Detailed-route via count: 103,000
CTS clock-pin slew for the worst setup and hold paths: 0.03 ns
MI comb area: 0.06630 mm^2
Initial antenna violation count: 73
Max Slew Vio Count: 2
Leakage power: 51.94 nW
Largest net degree at the start of global routing: 80
Layout cell share with drive strength beyond 1: 21.88%
Setup TNS: 0 ns
Post-synth top flop: edfxtp_1
Synth area leader: edfxtp_1
Unrepaired setup endpoints after global routing: false
Synthesized area per cell: 10.22 um^2
Vias in the first global route: 97,750
Synthesis-to-layout area growth: 12.77%
Final Wtd Congestion: 1.134
Tool Warnings: 1,032
Pwr/cell area: 33.81 mW/mm^2
Root buf cell: clkbuf_16
Crit Path Max Fanout: 25
Status: finished, violations left
Post-Syn Area: 0.1022 mm^2
# Cells Yosys: 10,010
Total grt overflow: 0
Yosys Chip Area: 0.1022 mm^2
Slew headroom: -3.787%
CP required: 20.30 ns
DRC viols: 0
Total wire length: 623,600 um
Seq share, synth: 30.08%
Ys flops: 1,024
[per-layer routing]
metal / track usage, % / routed length [um] / vias to the layer above
li1: - / - / 40210
met1: 55.82 / 196000 / 49860
met2: 63.73 / 245300 / 10070
met3: 38.57 / 116600 / 2772
met4: 40.07 / 63550 / 96
met5: 8.519 / 2143 / -
[placed cells by master, fill, tap and decap left out, drive strengths merged, types with 7 or more instances in the layout]
| cell | n |
|---|---|
| and3 | 19 |
| nand2b | 20 |
| a32oi | 116 |
| o211ai | 9 |
| or3 | 11 |
| clkbuf | 143 |
| a211oi | 558 |
| o221ai | 7 |
| a221oi | 15 |
| bufinv | 22 |
| o2111ai | 119 |
| a22oi | 17 |
| mux4 | 879 |
| xor2 | 7 |
| edfxtp | 1024 |
| nand4 | 43 |
| a21o | 551 |
| diode | 98 |
| nand3 | 319 |
| a21oi | 452 |
| a31oi | 97 |
| o21ai | 121 |
| xnor2 | 12 |
| inv | 1138 |
| and2 | 15 |
| a311oi | 9 |
| clkdlybuf4s50 | 63 |
| nor4 | 23 |
| mux2 | 486 |
| buf | 549 |
| mux2i | 1299 |
| nor2b | 18 |
| nor2 | 1096 |
| a2111oi | 9 |
| nand2 | 1249 |
| clkinvlp | 37 |
| o22ai | 42 |
| a31o | 7 |
| nor3 | 53 |
[logic make-up (layout without fill, tap and decap cells)]
logic type	Yosys count	after routing	share of synthesized area, %
adders and majority gates	6	6	0.07343
DFF	1024	1024	30.08
other	0	98	0
and+or+nand+nor	2889	2889	12.00
AOI/OAI and AO/OA	2173	2173	14.82
xor gates and xnor gates	19	19	0.1922
muxes	2664	2664	37.44
buffers and inverters	1233	1957	5.397
[through the flow]
stage | cell area, um^2 | std cells | setup slack, ns | power (mW) | hold WS, ns
6_report | 115300 | 14200 | 6.800 | 3.898 | 17.49
3_5_place_dp | 106500 | 12820 | 6.496 | 2.208 | 17.42
5_1_grt | 115100 | 14120 | 6.905 | 4.017 | 17.48
2_1_floorplan | 102200 | 10010 | 7.621 | 1.841 | 16.07
3_3_place_gp | 106500 | 12820 | 6.590 | 2.209 | 17.44
4_1_cts | 115000 | 14100 | 7.180 | 3.859 | 17.45
[path summary, 6_finish.rpt]
kind / start / endpoint / slack [ns] / depth (start not counted)
worst min-delay path: addra[1] / douta[19] / 17.49 / 7
worst max-delay path: addra[10] / data[77][2] / 6.80 / 11
[worst min-delay path, delay by kind of cell]
family                 cells  cell delay [ns]
buffers and inverters      4             0.89
AND-OR/OR-AND              2             0.44
AND/OR/NAND/NOR            1             0.14
[where the power goes]
group,switching (mW),internal [mW]
clock,0.855,0.934
combinational,0.631,0.283
sequential,0.00000000142,1.19
[layout make-up]
class | count | area share (%)
Antenna cell | 98 | 0.2127
Clock buffer | 143 | 3.104
Clock inverter | 1132 | 4.328
Inverter | 70 | 0.2388
Multi-Input combinational cell | 7751 | 57.50
Sequential cell | 1024 | 26.67
Tap cell | 3366 | 3.653
Timing Repair Buffer | 612 | 4.289
Power is estimated from default activity; no workload was simulated.
